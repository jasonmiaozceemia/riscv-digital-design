### design/flow/run.sh
#!/bin/bash
# OpenROAD 26Q1-2900-gdf79404cd8, Yosys 0.63+post, stock flow scripts
make -C /OpenROAD-flow-scripts/flow DESIGN_CONFIG=/design/flow/config.mk WORK_HOME=/design/flow/orfs finish
### design/flow/config.mk
export PLATFORM = sky130hd
export DESIGN_NAME = alu
export DESIGN_NICKNAME = alu
export VERILOG_FILES = /design/flow/design.v
export SDC_FILE = /design/flow/constraint.sdc
export NUM_CORES = 4
export LEC_CHECK = 1
export CORE_UTILIZATION = 40
export SYNTH_HDL_FRONTEND = slang
### design/flow/constraint.sdc
current_design alu

set clk_period 13.9
set clk_io_pct 0.2

create_clock -name clk0 -period $clk_period

set non_clock_inputs [all_inputs -no_clocks]
set_input_delay [expr $clk_period * $clk_io_pct] -clock clk0 $non_clock_inputs
set_output_delay [expr $clk_period * $clk_io_pct] -clock clk0 [all_outputs]
### design/flow/design.v
module alu (output logic signed [31:0] ALUResult,
            output logic Zero, Negative,
            input logic signed [31:0] SrcA, SrcB,
            input logic [4:0] ALUControl);
    logic signed [31:0] add_result, sub_result, or_result, and_result;
    logic signed [31:0] sll_result, srl_result, slt_result;
    assign add_result = SrcA + SrcB;
    assign sub_result = SrcA - SrcB;
    assign or_result = SrcA | SrcB;
    assign and_result = SrcA & SrcB;
    assign sll_result = SrcA << SrcB[4:0];
    assign srl_result = SrcA >> SrcB[4:0];
    assign slt_result = (SrcA < SrcB) ? 32'sd1 : 32'sd0;
    assign ALUResult = (ALUControl == 5'b00010) ? add_result :
                       (ALUControl == 5'b01010) ? sub_result :
                       (ALUControl == 5'b00111) ? or_result :
                       (ALUControl == 5'b00011) ? and_result :
                       (ALUControl == 5'b00000) ? sll_result :
                       (ALUControl == 5'b10000) ? srl_result :
                       (ALUControl == 5'b00001) ? slt_result : 32'sd0;
    assign Zero = (ALUResult == 32'sd0);
    assign Negative = ALUResult[31];
endmodule
==> results_dict.tcl <==
# metrics dict for downstream scripts
set metrics [dict create \
    cts_hold_buf 0 \
    synth_warnings 0 \
    dp_slack_ns 2.992 \
    netlist_instances 1362 \
    drc_errors 0 \
    nFillCells 2425 \
    first_global_vias 10737 \
    synth_area_per_cell_sq_um 6.916 \
    largest_stage_delay_on_the_critical_path_ns 0.83 \
    io_buffer_count 103 \
    drive_gt1_share_pct 8.834 \
    crit_required_ns 11.12 \
    final_layout_top_logic_cells "127 x sky130_fd_sc_hd__nand2_1, 111 x sky130_fd_sc_hd__nor2_1, 104 x sky130_fd_sc_hd__o21ai_0" \
    antenna_cells 0 \
    final_layout_top_logic_cell "sky130_fd_sc_hd__nand2_1" \
    maxClockFrequency_mhz 91.30 \
    area.growth.synth_to_final_pct 11.90 \
    finalSetupTns_ns 0 \
    status "finished, final reports clean" \
    layout.sequential_cells 0 \
    floorplan.core_area_sq_um 22850 \
    wl_per_cell_um 28.23 \
    initial_antenna_violation_count 1 \
    routed-via-count 11470 \
    number_of_design_rule_violations_left_by_the_first_detailed_router_iteration 1335 \
    die_h_um 155.5 \
    yosys_area_sq_um 9419 \
    synth.cellmix.xorXnorShare_pct 1.488 \
    count_of_tool_warnings 97 \
    whs_ns 6.680 \
    synth-compound-area-share_pct 32.81 \
    timing.hold.worst.class "in2out" \
    vdd_ir_drop_max_uv 15.67 \
    first_pass_grt_wire_length_um 70130 \
    clockBufferCount 0 \
    report.final.hold_viol_count 0 \
    routed_wl_um 47820 \
    cap_violations 0 \
    worst_setup_path_start_kind "input port" \
    cts_post_setup_buffers_inserted 0 \
    netlist_logic_family_top "AND-OR/OR-AND gates" \
    cts_resized 0 \
    dieWidth_um 155.5 \
    final_min_period_over_clock_period_pct 78.80 \
    mi_logic_area_sq_um 8543 \
    synth.yosys.num_cells 1362 \
    seqCellArea_sq_um 0 \
    timing.critical_path.slowest_stage_cell "sky130_fd_sc_hd__clkdlybuf4s50_1" \
    timing.final.setup_violations 0 \
    p_leak_nw 4.260 \
    simple_gate_share_pct 23.58 \
    crit_path_max_fanout 11 \
    slew-limit-headroom_pct 43.73 \
    gp_congestion 1.048 \
    final.min_clock_period_ns 10.95 \
    slew_worst_pin_ns 0.8334 \
    post_synth_mux_area_share_pct 19.45 \
    min-delay-start "SrcB[2]" \
    hpwlAfterDp_um 37670 \
    initial_utilization_pct 41.23 \
    maxSlewViolCount 0 \
    vias_per_cell 6.771 \
    pin_count 103 \
    netlist-cell-type-count 82 \
    syn_area_sq_um 9419 \
    grt_max_degree 52 \
    globalRouteOverflowTotal 0 \
    first_drt_pass_iteration_count 8 \
    placement_rows 55 \
    setup.worst_path.end_class "output port" \
    chip_area_sq_um 24160 \
    rsz_0062_raised_after_global_routing "no" \
    yosysSeqAreaShare_pct 0 \
    fraction_of_the_mapped_netlist_area_in_adder_cells_pct 13.31 \
    setup.worst_path.start "SrcA[18]" \
    cp.arrival_ns 8.17 \
    overall_global_routing_usage_pct 39.98 \
    final_critical_path_setup_slack_ns 2.947 \
    timing.setup.critical_path_class "in2out" \
    crit_chain "clkdlybuf4s50_1 > inv_1 > ha_1 > nor4_2 > o21ai_0 > a41oi_1 > nor4_1 > a2111o_1 > a311o_1 > a41oi_1 > o2111ai_1 > nor4_1 > nand3_1 > nor4b_2 > clkdlybuf4s50_1" \
    antenna_left 0 \
    power-per-cell-area_nw_per_um2 38.53 \
]
==> critical path: cells and delay by family <==
kind | cells | cell delay, ns
adder cells (fa/ha/maj) | 1 | 0.50
AND/OR/NAND/NOR | 5 | 1.31
buffers and inverters | 3 | 1.55
AND-OR/OR-AND | 6 | 2.02
==> metal layers <==
| metal | vias to the layer above | part of all wire [%] | track usage [%] | wire, um |
|---|---|---|---|---|
| met5 | - | 0 | 0.2070 | 0 |
| li1 | 5186 | - | - | - |
| met1 | 5493 | 43 | 58.86 | 20760 |
| met2 | 689 | 43 | 59.43 | 20580 |
| met3 | 102 | 10 | 7.177 | 4800 |
| met4 | 0 | 3.5 | 12.18 | 1676 |
==> path summary, 6_finish.rpt <==
kind / end / depth (start not counted)
worst min-delay path: ALUResult[1] / 4
worst max-delay path: Zero / 15
==> synthesized netlist by cell type (all sizes together), types with 6 or more instances <==
library cell    n  area [sq um]
nor2          111         416.7
and3            9         56.30
nor2b          21         131.4
o2111ai        11         96.34
o311ai          7         61.31
o31ai          16         120.1
a21oi          89         449.2
nand2         127         476.7
nand4           9         56.30
a21o           16         120.1
nor3           39         200.2
a211oi         26         195.2
or3            12         80.08
o21bai          6         45.04
a211o          11         96.34
o21ai         104         520.5
and2            9         56.30
nand2b         24         150.1
buf            47         266.5
xnor2          15         131.4
nand3          45         225.2
clkbuf         67         251.5
a221oi         12         105.1
inv            97         364.1
a31oi          14         87.58
o211ai         25         187.7
ha             97          1214
o22ai          12         75.07
a32oi           6         52.55
o221ai          9         78.83
o21a           11         82.58
mux4           39         893.4
mux2           35         397.9
mux2i          54         540.5
nor4           22         143.9
==> per-stage QoR <==
step	cells	power (W)	util, %	instance area [sq um]
finish	1694	0.0004061	46.13	10540
global route	1694	0.0004326	46.13	10540
CTS	1694	0.0003954	46.13	10540
detailed placement	1694	0.0003928	46.13	10540
global placement	1694	0.0003961	46.13	10540
floorplan	1362	0.0002494	-	9419
==> where the power goes <==
group	switching (W)	leakage [nW]	internal (W)
sequential	0	0	0
combinational	0.000251	4.26	0.000156
clock	0	0	0
==> area by class of cell <==
| type | instances | area share (%) |
|---|---|---|
| Multi-Input combinational cell | 1151 | 81.05 |
| Timing Repair Buffer | 133 | 11.78 |
| Tap cell | 313 | 3.716 |
| Inverter | 97 | 3.454 |
==> logic make-up after synthesis <==
group,count (synthesis)
AND/OR/NAND/NOR,456
buffers and inverters,211
AND-OR/OR-AND,452
adder cells (fa/ha/maj),99
multiplexers,128
XOR/XNOR,16
Power and IR drop assume default switching activity.
