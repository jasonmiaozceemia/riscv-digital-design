--- config.mk ---
export PLATFORM = sky130hd
export DESIGN_NAME = reg_file
export DESIGN_NICKNAME = reg_file
export VERILOG_FILES = /design/flow/design.v
export SDC_FILE = /design/flow/constraint.sdc
export NUM_CORES = 4
export LEC_CHECK = 1
export CORE_UTILIZATION = 40
export SYNTH_HDL_FRONTEND = slang
--- constraint.sdc ---
current_design reg_file

set clk_period 9.9
set clk_io_pct 0.2

create_clock -name clk0 -period $clk_period [get_ports {CLK}]

set non_clock_inputs [all_inputs -no_clocks]
set_input_delay [expr $clk_period * $clk_io_pct] -clock clk0 $non_clock_inputs
set_output_delay [expr $clk_period * $clk_io_pct] -clock clk0 [all_outputs]
--- design.v ---
module reg_file   (output logic [31:0] RD1, RD2,
                    input logic [31:0] WD3,
                    input logic [4:0] A1, A2, A3,
                    input logic WE3, CLK);
logic [31:0] RF [0:31];
assign RD1 = (A1==5'b0) ? 32'b0 : RF[A1];
assign RD2 = (A2==5'b0) ? 32'b0 : RF[A2];
always_ff @ (posedge CLK)
if (WE3) RF[A3] <= WD3;
endmodule
--- run.sh ---
#!/bin/bash
# OpenROAD 26Q1-2900-gdf79404cd8, Yosys 0.63+post, stock flow scripts
make -C /OpenROAD-flow-scripts/flow DESIGN_CONFIG=/design/flow/config.mk WORK_HOME=/design/flow/orfs finish
==> flow_metrics.py <==
# Auto-generated metrics
metrics = {
    "placement": {
        "hpwl_mm": 89.9,
        "placed_cell_area_um2": 50500,
        "globalplace.congestion": 0.909,
        "io_buffers": 112,
    },
    "yosys": {
        "synthFlopType": "edfxtp_1",
        "ys_area_um2": 47000,
        "ys_top_cells_by_count": "1024 x edfxtp_1, 425 x mux4_2, 183 x mux2i_1",
        "yosys-top-cells-area": "edfxtp_1 65%, mux4_2 20%, mux2i_1 3.9%",
        "synthArstFlopShare_pct": 0,
        "top_cell_area_share_pct": 65.5,
        "edf_count": 1024,
        "synth_cells": 2400,
        "yosys-stat-cells": 2400,
        "numSynthFlops": 1024,
        "synth_cell_types": 40,
        "synth_seq_share_pct": 65.5,
        "top_area_cell": "edfxtp_1",
        "synth_warnings": 0,
        "syn_avg_cell_area_um2": 19.6,
        "syn-cell-area_um2": 47000,
        "top_cell": "edfxtp_1",
    },
    "layout": {
        "post-route-util_pct": 46.4,
        "stdcell_area_um2": 54000,
        "fillers": 9446,
        "top_regs": "RF: 1024 flops",
        "largest_reg_flops": 1024,
        "area_growth_pct": 15.0,
        "layout-drive-gt1-share_pct": 29.6,
        "top_register": "RF",
    },
    "route": {
        "routed_via_density": 6.37,
        "dr.pass1.iters": 6,
        "detail_route.wl_per_cell_um": 35.9,
        "first_iter_violations": 1622,
        "finalWirelength_mm": 150,
        "ant_nets": 0,
        "vias": 26604,
        "post-route-drc-count": 0,
    },
    "timing": {
        "slew_viol_final": 0,
        "whs_ps": 2110,
        "finalSetupViolations": 0,
        "fin_setup_tns_ps": 0,
        "worstMarginPinSlew_ps": 1270,
        "hold_viol_final": 0,
        "rsz0062_at_grt": "false",
        "min_period_ps": 8140,
        "period_used_pct": 82.2,
        "max_freq_mhz": 123,
        "slew_headroom_pct": 15.0,
    },
    "setup_path": {
        "critPathCaptureType": "output port",
        "criticalPathCategory": "in2out",
        "critPathRequiredTime_ps": 7920,
        "cp_max_fo": 38,
        "arrival_ps": 6160,
        "critPathLaunchType": "primary input",
    },
    "floorplan": {
        "pin_count": 113,
        "fp_util_pct": 40.4,
        "die_x_um": 345,
        "fp.dieH_um": 345,
        "core-area_um2": 116000,
        "num_rows": 125,
        "chip_area_um2": 119000,
    },
    "global_routing": {
        "grt_max_degree": 88,
        "grt_pass1_wl_mm": 214,
        "gr-total-overflow": 0,
        "antenna_found_initial": 8,
        "grt_usage_pct": 28.2,
        "grt_pass1_vias": 30319,
    },
    "power_and_ir_drop": {
        "p_switching_w": 0.00222,
        "p_clk_share_pct": 41.3,
        "p_sw_share_pct": 22.7,
        "p_int_w": 0.00756,
        "comb_power_share_pct": 9.1,
        "vdd_drop_max_v": 0.000135,
        "powerDensity_nw_per_um2": 181,
        "leakage_nw": 17.2,
        "pwr-share-seq_pct": 49.6,
    },
    "flow_run": {
        "drv_cap": 0,
        "warning_count": 26,
    },
    "worst_hold_path": {
        "hp-start": "WD3[27]",
        "min_to": "RF[17][27]$_DFFE_PP_",
        "hp-class": "in2reg",
        "worstHoldPathCells": 2,
    },
    "clock_network": {
        "cts.sinks": 1024,
        "cts-root-buf": "clkbuf_16",
        "cts_tree": "yes",
        "clk_pin_slew_ps": 60,
        "cts_buffers": 108,
        "postCtsSetupBuffers": 0,
        "cts_resized": 0,
        "hold_buffers": 0,
        "htree_levels": 3,
        "cts_max_path_buffers": 3,
    },
    "run_status": {
        "status": "completed",
    },
}
worst max-delay path, stage by stage:
cell             delay [ps]
clkdlybuf4s50_1         800
or3_2                   490
buf_4                   690
nor3_4                   50
buf_4                   370
nor3_1                 1090
clkdlybuf4s50_1         640
cell usage in the layout (no fill, tap or decap), drive strengths merged, types with 2 or more instances in the layout:
master and instances:
nand2 65, a211o 23, nand2b 3, nor2b 8
bufinv 13, mux2i 183, and2 13, clkinvlp 4
clkdlybuf4s50 105, or3 2, inv 29, edfxtp 1024
buf 144, mux2 24, o22ai 55, nor3 33
o221ai 31, nand3 4, a221oi 23, clkinv 47
clkbuf 133, a2111oi 31, a32o 9, nor4 9
mux4 425, a211oi 47, or3b 5, nand3b 7
a21oi 46, nor2 35, a22o 62, diode 2
metal layers:
| layer | part of all wire (%) | vias up | GRT usage (%) |
|---|---|---|---|
| li1 | - | 10773 | - |
| met5 | 0.49 | - | 4.53 |
| met4 | 3.3 | 24 | 7.46 |
| met3 | 21 | 307 | 26.2 |
| met1 | 30 | 13317 | 30.2 |
| met2 | 45 | 2183 | 40.0 |
stage by stage:
stage	power [W]	instances	worst slack, ps
4_1_cts	0.00981	4173	1920
3_3_place_gp	0.00581	3971	1480
5_1_grt	0.0100	4173	1750
2_1_floorplan	0.00539	2400	4370
3_5_place_dp	0.00582	3972	1910
6_report	0.00977	4175	1760
how the worst max path moves through the flow:
stage	start	slack, ps	endpoint
final	A2[3]	1760	RD2[26]
after global routing	A2[3]	1750	RD2[3]
after CTS	A2[3]	1920	RD2[3]
cell families (layout without fill, tap and decap cells):
group | Yosys count | count (layout) | share of synthesized area [%]
mux | 632 | 632 | 24.9
simple gates | 187 | 187 | 1.94
buf+inv | 226 | 475 | 2.31
compound gates | 331 | 331 | 5.41
other cells | 0 | 2 | 0
flops | 1024 | 1024 | 65.5
area by class of cell:
class / instances / area, µm² / area share (%)
clock inverters: 68 / 701 / 1.30
clock buffers: 133 / 2820 / 5.22
repair buffers: 249 / 2270 / 4.21
flip-flops and latches: 1024 / 30700 / 57.0
multi-input cells: 1150 / 15400 / 28.6
diodes: 2 / 5.00 / 0.00927
well taps: 1524 / 1910 / 3.53
inverters: 25 / 96.3 / 0.178
power by group through the flow:
stage	sequential [W]	clock (W)	combinational (W)
final	0.00485	0.00403	0.000892
after CTS	0.00485	0.00408	0.000885
after global routing	0.00485	0.00424	0.000943
No activity file was given, so power comes from the tool's default toggle rates.
